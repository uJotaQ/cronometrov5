### flow/design.v
module dFlipFlop (input d,  
		input rstn,  
		input clk,
		input set,
		output reg q,
		output q_);
	assign q_ = !q;
	always @ (posedge clk or posedge set or posedge rstn) begin
		if (set)
			q <= 1;
		else if (rstn)
			q <= 0;
		else
			q <= d;
		end
endmodule
module delay (
    input clk,
    output Q_out
);
    wire Q_F0, Q_F1, Q_F2, Q_F3, Q_F4, Q_F5;
    dFlipFlop F0 (
        .d(Q_F0),
        .rstn(1'b0),
        .clk(clk),
		  .set(1'b0),
        .q(),
        .q_(Q_F0)
    );
    dFlipFlop F1 (
        .d(Q_F1),
        .rstn(1'b0),
        .clk(Q_F0),
		  .set(1'b0),
        .q(),
        .q_(Q_F1)
    );
    dFlipFlop F2 (
        .d(Q_F2),
        .rstn(1'b0),
        .clk(Q_F1),
		  .set(1'b0),
        .q(),
        .q_(Q_F2)
    );
    dFlipFlop F3 (
        .d(Q_F3),
        .rstn(1'b0),
        .clk(Q_F2),
		  .set(1'b0),
        .q(),
        .q_(Q_F3)
    );
    dFlipFlop F4 (
        .d(Q_F4),
        .rstn(1'b0),
        .clk(Q_F3),
		  .set(1'b0),
        .q(),
        .q_(Q_F4)
    );
    dFlipFlop F5 (
        .d(Q_F5),
        .rstn(1'b0),
        .clk(Q_F4),
		  .set(1'b0),
        .q(Q_out),
        .q_(Q_F5)
    );
endmodule
### flow/run.sh
#!/bin/bash
# OpenROAD 26Q1-2900-gdf79404cd8, Yosys 0.63+post, stock flow scripts
make -C /OpenROAD-flow-scripts/flow DESIGN_CONFIG=/design/flow/config.mk WORK_HOME=/design/flow/orfs finish
### flow/config.mk
export PLATFORM = sky130hd
export DESIGN_NAME = delay
export DESIGN_NICKNAME = delay
export VERILOG_FILES = /design/flow/design.v
export SDC_FILE = /design/flow/constraint.sdc
export NUM_CORES = 4
export LEC_CHECK = 1
export CORE_AREA = 10 10 70 70
export DIE_AREA = 0 0 80 80
### flow/constraint.sdc
current_design delay

set clk_period 1.0
set clk_io_pct 0.2

create_clock -name clk0 -period $clk_period [get_ports {clk}]

set non_clock_inputs [all_inputs -no_clocks]
set_input_delay [expr $clk_period * $clk_io_pct] -clock clk0 $non_clock_inputs
set_output_delay [expr $clk_period * $clk_io_pct] -clock clk0 [all_outputs]
==> flow_metrics.tcl <==
# collected from the flow reports
set metrics [dict create \
    grt_pass1_wl_um 138 \
    ys.flops 6 \
    unclocked_regs 5 \
    postSynthSeqShare_pct 84.2 \
    drt_wl_total_um 90 \
    clock_latency_ns 0 \
    area_delta_synth_final_pct 47.4 \
    first_pass_iters 1 \
    fp_util_pct 4.18 \
    fin_area_um2 210 \
    critPathLaunchType "register" \
    gp_congestion 0.602 \
    setup_viol 0 \
    skew_ns 0 \
    n_antenna_cell 0 \
    cpMaxStageDelayCell "dfxtp_1" \
    dieArea_um2 6400 \
    grt-ovfl-total 0 \
    die_w_um 80 \
    antenna_left 0 \
    finalHoldViolCount 0 \
    final-comb-area_um2 0 \
    drc 0 \
    holdCritPathClass "register to register" \
    power.leakage_uw 0.0000529 \
    untimed_endpoints 6 \
    grt_start_max_net_pins 3 \
    path_buffers 1 \
    grtUsageTotal_pct 0.232 \
    num_rows 21 \
    status "complete, no violations" \
    ios 2 \
    cap_violations 0 \
    rsz0062_at_grt "no" \
    cp_max_fo 2 \
    finalMaxSlewViolations 0 \
    ys_cells 12 \
    ys_area_um2 143 \
    port_buffers 1 \
    yosys_warnings 2 \
    power.density_nw_per_um2 194 \
    routed_via_density 0.814 \
    required_ns 0.89 \
    avgSynthCellArea_um2 11.9 \
    syn_inst 12 \
    slowest_delay_ns 0.28 \
    setup_tns_ns 0 \
    cts_resized 0 \
    drive_gt1_share_pct 0 \
    crit_family "flip-flops" \
    synthesis.area_um2 143 \
    fp.dieH_um 80 \
    core_um2 3420 \
    period_minus_slack_ns 0.434 \
    wl_per_cell_um 1.53 \
    antenna_found_initial 0 \
    grt_pass1_vias 33 \
    crit_type "register to register" \
    place_hpwl_um 90.1 \
    cp-end-kind "register" \
    path_cells "inv_1" \
    n_fill_cell 413 \
    seqCellArea_um2 120 \
    drtIter0Drc 0 \
    route.vias.total 48 \
    postCtsHoldBufs 0 \
    ir_drop_uv 161 \
    max_freq_ghz 2.30 \
    synth.distinct_cells 2 \
    warning_count 28 \
    cp_data_arrival_time_ns 0.32 \
    logic_gate_count 0 \
    min_period_over_period_pct 43.4 \
    tightest_slew_ns 0.0603 \
    clk_pin_slew_ns 0 \
    slew-limit-headroom_pct 96.0 \
    dpl_cell_area_um2 210 \
    cts_setup_buffers 0 \
]
[sequential cells by signal (all words and copies together) (netlist names)]
name,count
F5.q,1
F1.q,1
F2.q,1
F4.q,1
F0.q,1
F3.q,1
[cells in the mapped netlist, drive strengths merged]
master	number	share of area, %
dfxtp	6	84
inv	6	16
[path summary, 6_finish.rpt]
check	start	endpoint	slack (ns)	cells after the start
hold / removal	F0.q	F0.q	0.36	1
setup reg to reg	F0.q	F0.q	0.57	1
setup / recovery	F0.q	F0.q	0.57	1
hold reg to reg	F0.q	F0.q	0.36	1
[kinds of logic after synthesis]
kind of cell	count (synthesis)	synth area share [%]
flops	6	84.2
buf+inv	6	15.8
[layer usage]
| metal | wire length [um] | part of all wire [%] | track usage [%] |
|---|---|---|---|
| met1 | 76 | 84 | 0.666 |
| met2 | 12 | 13 | 0 |
| met3 | 1 | 1.1 | 0 |
| met4 | 0 | 0 | 0 |
| met5 | 0 | 0 | 0 |
[power breakdown]
group          switching, uW  internal, uW  total (uW)
Sequential                 0          40.7        40.7
Combinational              0             0  0.00000456
Clock                      0             0           0
[area by class of cell]
class                   count  area share, %
inverters                   6           10.7
flip-flops and latches      6           57.1
well taps                  46           27.4
repair buffers              1           4.76
[layout by cell type, fill, tap and decap left out]
| cell type | n |
|---|---|
| inv_1 | 6 |
| dfxtp_1 | 6 |
| clkdlybuf4s50_1 | 1 |
[through the flow]
stage               worst slack (ns)  util (%)  instances  total power [uW]  hold WS, ns
finish                         0.566      6.15         59              40.7        0.362
global placement               0.565      6.15         59              40.7        0.363
global route                   0.532      6.15         59              40.7        0.390
floorplan                      0.574         -         12              40.7        0.352
CTS                            0.563      6.15         59              40.7        0.366
detailed placement             0.563      6.15         59              40.7        0.366
Power is estimated from default activity; no workload was simulated.
